$ cat /design/flow/config.mk
export PLATFORM = sky130hd
export DESIGN_NAME = mult_4
export DESIGN_NICKNAME = mult_4
export VERILOG_FILES = /design/flow/design.v
export SDC_FILE = /design/flow/constraint.sdc
export NUM_CORES = 4
export LEC_CHECK = 1
export CORE_AREA = 10 10 70 70
export DIE_AREA = 0 0 80 80
$ cat /design/flow/constraint.sdc
current_design mult_4

set clk_period 1.5
set clk_io_pct 0.2

create_clock -name clk0 -period $clk_period

set non_clock_inputs [all_inputs -no_clocks]
set_input_delay [expr $clk_period * $clk_io_pct] -clock clk0 $non_clock_inputs
set_output_delay [expr $clk_period * $clk_io_pct] -clock clk0 [all_outputs]
$ cat /design/flow/design.v
module mult_4(X,Y,Product);
input[3:0] X,Y;
output[3:0] Product;
assign Product = X * Y;
endmodule
$ cat /design/flow/run.sh
#!/bin/bash
# OpenROAD 26Q1-2900-gdf79404cd8, Yosys 0.63+post, stock flow scripts
make -C /OpenROAD-flow-scripts/flow DESIGN_CONFIG=/design/flow/config.mk WORK_HOME=/design/flow/orfs finish
==> ci_impl_report.md <==
### Metrics collected by this job

| Metric | Value |
|---|---|
| Vias per inst | `2.23` |
| Hold-critical path endpoint | `Product[1]` |
| Iteration count of the initial detailed-routing pass | `2` |
| Cell type with the largest total area after synthesis | `ha_1` |
| Hold path start | `X[1]` |
| X dimension of the die | `80 µm` |
| Number of antenna violations at the first check in global routing | `0` |
| Die y size | `80 µm` |
| Register share after synthesis | `0%` |
| Fmax achieved | `478 MHz` |
| Number of top-level pins | `12` |
| Cell count after synthesis | `19` |
| M3 GR Usage | `1.25%` |
| Die area | `6400 µm²` |
| Wire length of the first global-routing pass | `910 µm` |
| Number of cell instances after yosys synthesis | `19` |
| Maximum resistive drop on vdd | `0.0642 mV` |
| Power density relative to cell area | `284 nW/µm²` |
| Count of warning messages emitted by the tools | `35` |
| Final ANT Viol Nets | `0` |
| Setup WS post-layout | `-594 ps` |
| Setup Viol. Count Final | `2` |
| Number of global-route vias before repair | `195` |
| Crit path max fanout | `3` |
| Normalized max-slew margin | `89.6%` |
| Slew Limit Fails | `0` |
| Total detailed-routing wirelength | `572 µm` |
| Worst-case setup slack after placement | `-1300 ps` |
| Worst hold path type | `input port to primary output` |
| Post-DP HPWL | `508 µm` |
| Post-Syn Area | `174 µm²` |
| Actual transition at the worst max-transition pin | `155 ps` |
| Hold Path Cell Cnt | `4` |
| CP Launch Point | `X[1]` |
| Endpoint class of the critical path | `primary output` |
| Average cell area after synthesis | `9.15 µm²` |
| Highest-count cells in the layout ignoring fill and taps | `and2_4, ha_4, nand2_1, buf_6, clkdlybuf4s50_1` |
| Number of antenna diodes | `0` |
| Pin count of the biggest net entering global routing | `5` |
| Count of input and output buffers | `12` |
| Placement row count | `21` |
| Met1 layer usage reported by global route | `2.52%` |
| FF+latch count | `0` |
| Share of cells above drive strength 1 | `63.6%` |
| Post-synth area hogs | `ha_1, and2_2, xnor3_1` |
| Yosys stat chip area | `174 µm²` |
| DRC | `0` |
| Classification of the worst setup path | `input port to primary output` |
| Routed WL per cell | `7.24 µm` |
| Detailed-route via count | `176` |
| Number of distinct library cells after synthesis | `9` |
| Footprint of the flip-flops and latches | `0 µm²` |
| Drt initial violations | `6` |
| Sort of element at the start of the critical path | `input port` |
| Arrival time at the worst endpoint | `1790 ps` |
| Leakage | `0.180 nW` |
| Violations in the final reports | `setup timing` |
| Most used routing layer | `met1` |
| All-layer global routing usage | `1.74%` |
| Post-CTS Repair Setup Buffers | `0` |
| Max-cap violations | `0` |
| Area share of the largest cell type after synthesis | `28.8%` |
| Run status | `finished, violations left` |
| Count of clock buffers in the final design | `0` |
| GR Overflow Total | `0` |
| Final Hold Viols | `0` |
| Core box area | `3420 µm²` |
| RSZ-0062 raised after global routing | `true` |
| RD Place Congestion | `0.773` |
| Area Growth Syn to Fin | `145%` |
| Share of the clock period used by the worst path | `140%` |
| Fraction of met2 tracks used by global routing | `2.09%` |
| Number of warning messages in the yosys log | `0` |
| Data required time of the critical path | `1200 ps` |
| Floorplan-stage core utilization | `5.09%` |
| Time the final worst path needs with I/O delays and setup | `2090 ps` |
| Hold_buf cts | `0` |
| Total design power | `0.121 mW` |
-- cell families (layout without fill, tap and decap cells) --
logic type                 Yosys count  count (layout)  share of synthesized area, %
and+or+nand+nor                     10              10                          33.8
xor gates and xnor gates             5               5                          37.4
adders and majority gates            4               4                          28.8
buffers and inverters                0              14                             0
-- synth_stat cells --
cell type	count
nand2_2	1
nand2_1	3
xor2_1	1
and2_2	3
and2_1	3
ha_1	4
xnor2_1	2
xnor2_2	1
xnor3_1	1
-- worst max-delay path, cell delays in order --
cell and delay [ps]:
buf_8 100, and2_4 150, ha_4 260, ha_4 190
ha_4 160, xnor2_2 120, xnor2_1 160, xnor3_1 230
buf_2 120
-- how the worst max path moves through the flow --
stage / slack [ps] / end
global route: -690 / Product[3]
finish: -590 / Product[3]
CTS: -640 / Product[3]
-- per-stage QoR --
step	TNS, ps	utilization (%)	hold WS [ps]	cell area, µm²	cells
after CTS	-1080	11.9	1190	405	79
after global routing	-854	12.5	1090	427	79
after floorplan	-313	-	691	223	19
final	-735	12.5	1040	427	79
after global placement	-3100	12.2	1680	415	79
after detailed placement	-3110	12.2	1680	415	79
-- power by group --
group / leakage [nW] / total (mW) / internal, mW / switching [mW]
clock network: 0 / 0 / 0 / 0
logic: 0.180 / 0.121 / 0.0849 / 0.0363
registers: 0 / 0 / 0 / 0
-- routing by layer --
metal	share of wire (%)	vias up	routed length, µm
li1	-	91	-
met1	52	74	295
met2	26	11	150
met3	22	0	125
met4	0	0	0
met5	0	-	0
-- timing repair --
action / 4_1_cts / 5_1_grt
resized: 29 / 6
pin swaps: 7 / 5
setup endpoints to repair: 4 / 3
-- area by class of cell --
type / count / area, µm²
fillers: 395 / 2990
multi-input cells: 19 / 239
well taps: 46 / 57.6
repair buffers: 14 / 130
No activity file was given, so power comes from the tool's default toggle rates.
