<file path="./run.sh">
#!/bin/bash
# OpenROAD 26Q1-2900-gdf79404cd8, Yosys 0.63+post, stock flow scripts
make -C /OpenROAD-flow-scripts/flow DESIGN_CONFIG=/design/flow/config.mk WORK_HOME=/design/flow/orfs finish
</file>
<file path="./config.mk">
export PLATFORM = sky130hd
export DESIGN_NAME = compare_n
export DESIGN_NICKNAME = compare_n
export VERILOG_FILES = /design/flow/design.v
export SDC_FILE = /design/flow/constraint.sdc
export NUM_CORES = 4
export LEC_CHECK = 1
export CORE_AREA = 10 10 70 70
export DIE_AREA = 0 0 80 80
</file>
<file path="./constraint.sdc">
current_design compare_n

set clk_period 2.5
set clk_io_pct 0.2

create_clock -name clk0 -period $clk_period

set non_clock_inputs [all_inputs -no_clocks]
set_input_delay [expr $clk_period * $clk_io_pct] -clock clk0 $non_clock_inputs
set_output_delay [expr $clk_period * $clk_io_pct] -clock clk0 [all_outputs]
</file>
<file path="./design.v">
module compare_n(X,Y,XGY,XSY,XEY);
input[width-1:0] X,Y;
output XGY,XSY,XEY;
reg XGY,XSY,XEY;
parameter width = 8;
always@(X or Y)	 
	begin
		if(X==Y)
			XEY = 1;
		else XEY = 0;
		if(X>Y)
			XGY = 1;
		else XGY = 0;
		if(X<Y)
			XSY = 1;
		else XSY = 0;
	end
endmodule
</file>
==> metrics.csv <==
stage,metric,value,unit
route,detail_route.wl_per_cell,7.55,um
place,routability_congestion,0.761,
route,drt-vias-per-instance,2.74,
layout,drive_gt1_share,18.0,%
place,port_buffers,19,
final_timing,finalClockPeriodUsage,95.3,%
place,place_inst,95,
route,insertedDiodeCount,0,
setup_path,path_max_fanout,2,
yosys,synth.avg_cell_area,7.77,um2
setup_path,critical_path_class,input port to primary output,
final_timing,finalHoldViolations,0,
setup_path,endpoint_kind,primary output,
final_timing,slew_viol_final,0,
route,drc,0,
power_and_ir_drop,leakage,0.235,nW
place,post-place-ws,-0.242,ns
setup_path,critical_path_required,2.00,ns
setup_path,worstSetupStartpointType,input port,
yosys,ys_area,225,um2
setup_path,most_common_cell_on_crit_path,sky130_fd_sc_hd__buf_4,
floorplanning,chip_area,6400,um2
yosys,synth.lib_cells_used.distinct,12,
power_and_ir_drop,cellPowerDensity,145,nW/um2
floorplanning,fp.dieW,80,um
layout,flops,0,
power_and_ir_drop,internal_power,47.3,uW
place,hpwlAfterDp,674,um
setup_path,critical_path.slowest_cell,sky130_fd_sc_hd__clkdlybuf4s50_1,
layout,layout-area-overhead-vs-synth,120,%
global_routing,antenna_violations_before_repair,0,
setup_path,worst_setup_path_startpoint,X[1],
power_and_ir_drop,finalPower,71.9,uW
layout,nClkBuffers,0,
outcome,run_status,finished clean,
yosys,instance_count_of_the_mapped_netlist,29,
yosys,yosys-stat-cells,29,
layout,layout.cells.non_filler,96,
power_and_ir_drop,switchingPower,24.5,uW
layout,postLayoutCoreUtil,14.5,%
yosys,synth_warnings,1,
final_timing,finalWorstSetupSlack,0.117,ns
power_and_ir_drop,seq_power_share,0,%
floorplanning,floorplan.core_util,6.59,%
floorplanning,die_h,80,um
final_timing,slew_headroom,88.5,%
final_timing,timing.final.setup_violations,0,
layout,register_area,0,um2
setup_path,cp_data_arrival_time,1.88,ns
setup_path,max_stage_delay,0.51,ns
power_and_ir_drop,switching_share,34.1,%
min_path,holdCritPathClass,input port to primary output,
setup_path,crit_path_cell_trace,"clkdlybuf4s50_1, ha_4, buf_4, buf_4, nand4_1, nor2_1, o21ba_1, buf_2",
min_path,hold_start,Y[1],
floorplanning,placementRows,21,
job,stage_log_warnings,32,
route,totalWireLength,725,um
final_timing,rsz_0062_raised_after_global_routing,no,
floorplanning,core,3420,um2
route,detailedRoute.firstPassIterationCount,3,
global_routing,grt_max_degree,4,
floorplanning,top_level_ports,19,
final_timing,fmax_achieved,0.420,GHz
global_routing,grt_pass1_wl,1200,um
global_routing,grt_use_total,2.19,%
power_and_ir_drop,vdd.ir_drop.worst,24.9,uV
power_and_ir_drop,p_clk_share,0,%
final_timing,worst_slew_pin_slew,0.172,ns
cts,hold_buffers,0,
route,detailroute.via_count,263,
route,antenna_left,0,
setup_path,critPathCapture,XGY,
global_routing,number_of_global_route_vias_before_repair,278,
yosys,netlist_area,225,um2
final_timing,final.min_clock_period,2.38,ns
job,drv_cap,0,
power_and_ir_drop,share_of_total_power_in_combinational_logic,100.0,%
global_routing,global_route.overflow_total,0,
yosys,synth_sequential_area_ratio,0,%
route,drtIter0Drc,1,
[area by class of cell]
class	count	area [um2]
inverter	8	30.0
timing repair buffer	21	200
multi-input combinational	21	208
fill	396	2920
tap	46	57.6
[metrics by stage]
| step | instance area, um2 | hold slack, ns | setup TNS, ns |
|---|---|---|---|
| final | 495 | 1.73 | 0 |
| after global routing | 495 | 1.79 | 0 |
| after CTS | 480 | 1.97 | 0 |
| after detailed placement | 480 | 2.20 | -0.530 |
| after global placement | 480 | 2.19 | -0.514 |
| after floorplan | 225 | 1.22 | 0 |
[worst min-delay path by stage]
stage | end | cells after the start
6_report | XGY | 7
5_1_grt | XGY | 7
4_1_cts | XGY | 7
[layer usage]
| metal | track usage [%] | up-vias | part of all wire [%] |
|---|---|---|---|
| met1 | 2.24 | 112 | 33 |
| met4 | 0 | 0 | 0 |
| met5 | 0 | - | 0 |
| met3 | 0.909 | 0 | 15 |
| met2 | 4.25 | 9 | 52 |
| li1 | - | 142 | - |
[placed cells by master, fill, tap and decap left out]
cell type                         Yosys  routed
sky130_fd_sc_hd__a21oi_1              3       3
sky130_fd_sc_hd__nand4_1              1       1
sky130_fd_sc_hd__dlymetal6s2s_1       0       1
sky130_fd_sc_hd__ha_1                 8       7
sky130_fd_sc_hd__nand2_1              1       1
sky130_fd_sc_hd__a21oi_2              1       1
sky130_fd_sc_hd__ha_4                 0       1
sky130_fd_sc_hd__nand4_2              1       1
sky130_fd_sc_hd__dlygate4sd2_1        0       2
sky130_fd_sc_hd__inv_2                0       1
sky130_fd_sc_hd__o21ai_1              0       1
sky130_fd_sc_hd__buf_2                0       1
sky130_fd_sc_hd__inv_1                8       7
sky130_fd_sc_hd__buf_4                0       2
sky130_fd_sc_hd__o211ai_2             1       1
sky130_fd_sc_hd__nor2_1               2       2
sky130_fd_sc_hd__clkdlybuf4s50_1      0      15
sky130_fd_sc_hd__nor2b_4              1       1
sky130_fd_sc_hd__o21ba_1              1       1
[kinds of logic (layout without fill, tap and decap cells)]
| logic type | count (synthesis) | after routing | share of synthesized area [%] |
|---|---|---|---|
| AOI/OAI and AO/OA | 7 | 7 | 22.8 |
| adders and majority gates | 8 | 8 | 44.4 |
| buffers and inverters | 8 | 29 | 13.3 |
| and+or+nand+nor | 6 | 6 | 19.4 |
[synth_stat cells]
cell type,n,area (um2)
sky130_fd_sc_hd__a21oi_1,3,15.0
sky130_fd_sc_hd__nor2b_4,1,13.8
sky130_fd_sc_hd__nand4_1,1,6.26
sky130_fd_sc_hd__nand2_1,1,3.75
sky130_fd_sc_hd__nand4_2,1,12.5
sky130_fd_sc_hd__nor2_1,2,7.51
sky130_fd_sc_hd__o21ba_1,1,10.0
sky130_fd_sc_hd__o211ai_2,1,12.5
sky130_fd_sc_hd__ha_1,8,100
sky130_fd_sc_hd__a21oi_2,1,8.76
sky130_fd_sc_hd__inv_1,8,30.0
sky130_fd_sc_hd__o21ai_0,1,5.00
[worst max-delay path, delay by kind of cell]
family | cells | cell delay, ns
AND/OR/NAND/NOR | 2 | 0.13
AND-OR/OR-AND | 1 | 0.20
buffers and inverters | 4 | 0.84
adder cells (fa/ha/maj) | 1 | 0.21
[repair_timing]
action	4_1_cts	5_1_grt
setup buffers	1	0
pin swaps	7	2
resized	6	3
setup endpoints to repair	3	2
[power by group through the flow]
stage	Clock, mW	Sequential [mW]	Combinational (mW)
final	0	0	0.0719
after global routing	0	0	0.0806
after CTS	0	0	0.0710
Power is estimated from default activity; no workload was simulated.
